--- design/flow/config.mk ---
export PLATFORM = sky130hd
export DESIGN_NAME = ATM_FSM
export DESIGN_NICKNAME = ATM_FSM
export VERILOG_FILES = /design/flow/design.v
export SDC_FILE = /design/flow/constraint.sdc
export NUM_CORES = 4
export LEC_CHECK = 1
export CORE_AREA = 10 10 75 75
export DIE_AREA = 0 0 85 85
--- design/flow/run.sh ---
#!/bin/bash
# OpenROAD 26Q1-2900-gdf79404cd8, Yosys 0.63+post, stock flow scripts
make -C /OpenROAD-flow-scripts/flow DESIGN_CONFIG=/design/flow/config.mk WORK_HOME=/design/flow/orfs finish
--- design/flow/constraint.sdc ---
current_design ATM_FSM

set clk_period 1.8
set clk_io_pct 0.2

create_clock -name clk0 -period $clk_period [get_ports {clk}]

set non_clock_inputs [all_inputs -no_clocks]
set_input_delay [expr $clk_period * $clk_io_pct] -clock clk0 $non_clock_inputs
set_output_delay [expr $clk_period * $clk_io_pct] -clock clk0 [all_outputs]
--- design/flow/design.v ---
module ATM_FSM(
    input logic clk,
    input logic rst,
    input logic insertCard,
    input logic cardRemoved,
    input logic cancelAction,
    input logic correctPassword,
    input logic [1:0] optionSelect,
    input logic moneyInserted,
    input logic amountEntered,
    input logic enoughBalance,
    input logic moneyTaken,
    output reg [3:0] state
);
reg unsigned [3:0] currentState;
reg unsigned [3:0] nextState;
parameter welcomeScreen = 4'b0000;
parameter enterPassword = 4'b0001;
parameter removeCard = 4'b0010;
parameter optionScreen = 4'b0011;
parameter putMoney = 4'b0100;
parameter showBalance = 4'b0101;
parameter enterAmount = 4'b0110;
parameter checkBalance = 4'b0111;
parameter showNoBalance = 4'b1000;
parameter giveMoney = 4'b1001;
parameter printReceipt = 4'b1010;
always@(posedge clk, posedge rst) begin
    if(rst == 1) begin
        currentState <= welcomeScreen;
    end
    else begin
        currentState <= nextState;
        state <= nextState;
    end
end
always@(*) begin
    nextState <= welcomeScreen;      
    if(currentState == welcomeScreen) begin
        if(insertCard == 1) begin
            nextState <= enterPassword;
        end
        else begin
            nextState <= welcomeScreen;
        end
    end
    else if(currentState == enterPassword) begin
        if(cancelAction == 1) begin
            nextState <= removeCard;    
        end
        else if(correctPassword == 1) begin
            nextState <= optionScreen;
        end
        else begin
            nextState <= enterPassword;
        end
    end
    else if(currentState == removeCard) begin
        if(cardRemoved == 1) begin
            nextState <= welcomeScreen;
        end
        else begin
            nextState <= removeCard;
        end
    end
    else if(currentState == optionScreen) begin
        if(cancelAction == 1) begin
            nextState <= removeCard;
        end
        else if(optionSelect == 1) begin
            nextState <= enterAmount;
        end
        else if(optionSelect == 2) begin
            nextState <= putMoney;
        end
        else begin
            nextState <= optionScreen;
        end
    end
    else if(currentState == putMoney) begin
        if(cancelAction == 1) begin
            nextState <= optionScreen;
        end
        else if(moneyInserted == 1) begin
            nextState <= showBalance;
        end
        else begin
            nextState <= putMoney;
        end
    end
    else if(currentState == showBalance) begin
        nextState <= printReceipt;
    end
    else if(currentState == enterAmount) begin
        if(cancelAction == 1) begin
            nextState <= optionScreen;
        end
        else if(amountEntered == 1) begin
            nextState <= checkBalance;
        end
        else begin
            nextState <= enterAmount;
        end
    end
    else if(currentState == checkBalance) begin
        if(enoughBalance == 1) begin
            nextState <= giveMoney;
        end
        else begin
            nextState <= showNoBalance;
        end
    end
    else if(currentState == showNoBalance) begin
        nextState <= enterAmount;
    end
    else if(currentState == giveMoney) begin
        if(moneyTaken == 1) begin
            nextState <= printReceipt;
        end
        else begin
            nextState <= giveMoney;
        end
    end
    else if(currentState == printReceipt) begin
        nextState <= optionScreen;
    end
end
endmodule
==> flow_summary.toml <==
# yosys + openroad results
[synth]
synth_top_cell_by_area = "dfrtp_1"
yosysUniqueCellTypes = 21
netlist.area_leader.share_pct = 39.4
ys_seq_share_pct = 62.4
post_synth_ao_oa_area_fraction_pct = 16.9
synth-edff-count = 4
common_cells = "dfrtp_1 (10), inv_1 (7), o21ai_0 (6)"
synth-simple-area-share_pct = 15.2
ys.warnings.count = 1
logic_family = "AND-OR/OR-AND gates"
synth_cells = 56
ys_sh_adder_pct = 0
ys_cells = 56
syn_area_um2 = 636
ys_seq_elements = 15
synth-async-reset-ratio_pct = 73.3
synth_chip_area_um2 = 636
top_cell = "dfrtp_1"
ys_sh_xor_pct = 1.38
synthFlopType = "dfrtp_1"
area_leaders = "dfrtp_1 (39%), edfxtp_1 (19%), o21ai_0 (4.7%)"
muxShareOfSynthArea_pct = 0
synth.avg_cell_area_um2 = 11.4

[final_timing]
rsz0062_at_grt = "false"
fin_tns_setup_ns = 0
fin_worst_hold_slack_ns = 0.338
skew_ns = 0.000796
period_used_pct = 85.8
maxClockFrequency_mhz = 647
finalHoldViolations = 0
setup_viol = 0
worst_pin_slew_ns = 0.299
slew_violations = 0
fin_ws_ns = 0.255
slew-limit-headroom_pct = 80.1
fin_crit_ns = 1.55

[clocking]
tritoncts = "built"
clkTransAtPathRegs_ns = 0.06
clk_latency_ns = 0.24
post_cts_buffers = 0
htree_num_levels = 1
cts_root_buf = "clkbuf_8"
post_cts_resized = 0
tritoncts.num_buffers = 3
cts-hold-fix-buffers = 0
cts.path.max_buffers = 2
cts.sinks = 15

[global_routing]
use_met3_pct = 2.31
grt_pass1_wl_mm = 2.19
use_met1_pct = 4.43
grt_max_degree = 10
grt-busiest-layer = "met2"
antenna_found_initial = 0
globalRoute.totalOverflow = 0
grt_util_met2_pct = 5.79
grt_pass1_vias = 480
grt_util_all_layers_pct = 3.72

[die]
die_area_mm2 = 0.00723
fp-row-count = 23
initCoreUtil_pct = 15.7
fp.dieH_um = 85
die_x_um = 85
fp.coreArea_mm2 = 0.00406
io_pins = 16

[worst_setup_path]
critPathMaxFanout = 6
rr_worst_depth = 3
startpoint_type = "input pin"
cpLargestDelayFamily = "buffers and inverters"
worstPathCellList = "clkdlybuf4s50_1, nor2b_1, a221oi_2, nand4b_1"
crit_cells = 4
cpPeakStageDelay_ns = 0.57
end_kind = "flip-flop"
cp_slowest_cell = "clkdlybuf4s50_1"
worst-setup-path-type = "input pin to flip-flop"
path_buffers = 1
critPathArrivalTime_ns = 1.52
r2r_setup_slack_ns = 0.51
cp.required_ns = 1.77

[final_layout]
design_area_um2 = 910
fill_cells = 421
area_growth_pct = 43.1
layout-drive-gt1-share_pct = 10.4

[route]
routed_wl_mm = 1.40
wire_per_inst_um = 11.0
vias = 468
postRouteAntennaNets = 0
drt_iter0_drc = 54
viasPerCell = 3.69
dr.pass1.iters = 4
drc = 0
insertedDiodeCount = 0

[placed_design]
place_ws_ns = 0.0148
dpl.hpwl_mm = 1.13
port_buffers = 15
gp_congestion = 0.848
placed_cell_area_um2 = 863

[pwr]
power_density_mw_per_mm2 = 856
p_leak_nw = 0.396
vdd_drop_max_uv = 266

[run]
maxCapViolations = 0
log.warning_count = 25

[outcome]
outcome = "complete, no violations"

[worst_hold_path]
hp-class = "input pin to asynchronous set/reset pin"
## layout make-up
cell class              count  area [um2]  area share (%)
well taps                  50        62.6            6.88
clock inverters             1        5.00           0.550
multi-input cells          34         213            23.4
repair buffers             17         165            18.2
inverters                   7        26.3            2.89
flip-flops and latches     15         397            43.6
clock buffers               3        41.3            4.54
## worst paths after layout
path	startpoint	to
hold reg to reg	currentState[4]	currentState[9]
setup / recovery	cancelAction	state[0]
min in group clk0	currentState[4]	currentState[9]
setup reg to reg	currentState[6]	state[0]
max in group asynchronous	rst	currentState[6]
hold / removal	rst	currentState[3]
## cells in the final DEF, fill, tap and decap left out, types with 2 or more instances in the layout
| master | count |
|---|---|
| nand2b_1 | 2 |
| dfrtp_1 | 10 |
| a21o_1 | 2 |
| edfxtp_1 | 4 |
| nand2_1 | 5 |
| nor2b_1 | 3 |
| o21ai_1 | 2 |
| inv_1 | 7 |
| and3_1 | 2 |
| o21ai_0 | 6 |
| clkdlybuf4s50_1 | 15 |
| buf_4 | 2 |
| or3_1 | 2 |
| clkbuf_8 | 3 |
| nand4b_1 | 2 |
## power by group
| group | internal [mW] | switching [mW] |
|---|---|---|
| clock | 0.153 | 0.113 |
| combinational | 0.0678 | 0.0459 |
| sequential | 0.386 | 0.0131 |
## per-layer routing
metal / share of wire (%) / wire length, um / up-vias
li1: - / - / 239
met1: 42 / 589 / 216
met2: 48 / 666 / 11
met3: 9.8 / 137 / 2
met4: 0.29 / 4 / 0
met5: 0 / 0 / -
## metrics by stage
stage / util, % / std cells / total power, mW
3_5_place_dp: 21.3 / 123 / 0.520
4_1_cts: 22.4 / 127 / 0.789
2_1_floorplan: - / 56 / 0.451
6_report: 22.4 / 127 / 0.779
3_3_place_gp: 21.3 / 123 / 0.518
5_1_grt: 22.4 / 127 / 0.824
## sequential cells by signal, summed over array words and instances, names as in the netlist
name	cells
currentState	11
state	4
## logic make-up after synthesis
kind of cell	Yosys count
compound gates	16
xor+xnor	1
buf+inv	7
flops	15
simple gates	17
Power is estimated from default activity; no workload was simulated.
